`design/flow/config.mk`:
```
export PLATFORM = sky130hd
export DESIGN_NAME = shift_right_8bit
export DESIGN_NICKNAME = shift_right_8bit
export VERILOG_FILES = /design/flow/design.v
export SDC_FILE = /design/flow/constraint.sdc
export NUM_CORES = 4
export LEC_CHECK = 1
export CORE_AREA = 10 10 70 70
export DIE_AREA = 0 0 80 80
```
`design/flow/run.sh`:
```
#!/bin/bash
# OpenROAD 26Q1-2900-gdf79404cd8, Yosys 0.63+post, stock flow scripts
make -C /OpenROAD-flow-scripts/flow DESIGN_CONFIG=/design/flow/config.mk WORK_HOME=/design/flow/orfs finish
```
`design/flow/constraint.sdc`:
```
current_design shift_right_8bit

set clk_period 3.3
set clk_io_pct 0.2

create_clock -name clk0 -period $clk_period

set non_clock_inputs [all_inputs -no_clocks]
set_input_delay [expr $clk_period * $clk_io_pct] -clock clk0 $non_clock_inputs
set_output_delay [expr $clk_period * $clk_io_pct] -clock clk0 [all_outputs]
```
`design/flow/design.v`:
```
module shift_right_8bit(
    input logic [7:0] a,
    input logic [3:0] b,
    output logic [7:0] c_o
);
    always_comb begin : shift_right
        case (b)
            4'd0: c_o = a;
            4'd1: c_o = {1'b0, a[7:1]};
            4'd2: c_o = {2'b0, a[7:2]};
            4'd3: c_o = {3'b0, a[7:3]};
            4'd4: c_o = {4'b0, a[7:4]};
            4'd5: c_o = {5'b0, a[7:5]};
            4'd6: c_o = {6'b0, a[7:6]};
            4'd7: c_o = {7'b0, a[7]};
            4'd8: c_o = 8'b0;
            default: c_o = 8'b0;
        endcase
    end : shift_right
endmodule
```
==> job_summary.md <==
## Implementation flow summary

| Metric | Value |
|---|---|
| Run status | `finished clean` |
| Number of global-route vias before repair | `~420` |
| Worst hold slack | `approximately 2300 ps` |
| Hold-fix buffers, CTS | `0` |
| Core box area | `between 3000 and 4000 µm²` |
| Leakage power | `0.214 nW` |
| Cell area leaders | `nand3b_1 15%, mux2i_1 14%, mux4_2 13%` |
| Max Cap Viol | `0` |
| First-pass GRT wire length | `approximately 2.0 mm` |
| Psw | `0.0000260 W` |
| # rows | `21` |
| Post-route DRC | `0` |
| Setup CP Type | `input port to output pin` |
| Final Hold Vio Count | `0` |
| Hold Path Class | `input port to output pin` |
| Drt first pass iters | `3` |
| Crit path DRT | `between 2000 and 3000 ps` |
| Global Route Usage Sum | `~3.6%` |
| Cell Pwr Density | `between 100 and 150 nW/µm²` |
| Area share, top type | `15.0%` |
| Area grow syn2layout | `73.2%` |
| YS warnings | `1` |
| Post-synth top area cell | `nand3b_1` |
| Sequential group share of total power | `0%` |
| Worst Setup End Kind | `output pin` |
| Most frequent cell after synthesis | `nand3b_1` |
| Post-CTS Repair Setup Buffers | `0` |
| DR iter-0 viols | `just over 40` |
| Combinational power share | `100.0%` |
| Critical path launch point type | `input port` |
| Antenna violations before repair | `0` |
| CP max stage delay | `about 650 ps` |
| Routed wl met2 | `514 µm` |
| Post-route met1 wirelength | `approximately 580 µm` |
| Chip area | `6400 µm²` |
| Actual slew at the worst max-slew pin | `approximately 400 ps` |
| Total negative slack | `0 ps` |
| # IOs | `20` |
| Flop count | `0` |
| PortBufs | `20` |
| Synth top cells by count | `7 x nand3b_1, 5 x mux2i_1, 5 x nand2_1` |
| Sw Share | `about two fifths` |
| Worst-path maximum fanout | `9` |
| Fin crit share | `between 90% and 100%` |
| Slowest CP cell | `clkdlybuf4s50_1` |
| WHS Endpoint | `c_o[7]` |
| Wire per inst | `between 10 and 15 µm` |
| Clock power frac | `0%` |
| Die Wd | `80 µm` |
| Worst Hold Launch | `b[0]` |
| Antenna-violating nets left | `0` |
| Die height | `roughly 80 µm` |
| Cell count in the Yosys report | `46` |
| Via count | `approximately 420` |
| Worst hold path cell count | `5` |
| Total stage count of the critical path | `6` |
| Synth Instances | `46` |
| Share of cells above drive strength 1 | `between 15 and 20%` |
| Cell Chain, Critical Path | `clkdlybuf4s50_1 > buf_4 > mux4_2 > nand2_1 > o21ai_1 > clkdlybuf4s50_1` |
| Top delay family on crit path | `buffers and inverters` |
| GR Overflow Total | `0` |
| Syn Area/Cell | `7.62 µm²` |
| Final setup violation count | `0` |
| Slew Limit Fails | `0` |
| Pin count of the biggest net entering global routing | `10` |
| Yosys stat area | `350 µm²` |
| N_diodes | `0` |
| Yosys cell types | `22` |
| Rel. slew slack | `73.6%` |
| Final WL | `approximately 1.2 mm` |
| Final Power | `between 0.00006 and 0.00007 W` |
| Post-DR vias/cell | `roughly 3.7` |
| Max Clock Freq | `0.329 GHz` |
| Final estimated routing congestion in global placement | `0.818` |
| OpenROAD warning count | `32` |
| Max VDD drop | `about 17 µV` |
| Post-synthesis sequential area ratio | `0%` |
| Sequential Area | `0 µm²` |
| Tmin final | `3040 ps` |
| Clock buffer count | `0` |
| Routed wl met3 | `between 100 and 150 µm` |
| Mapped Area | `350 µm²` |
| FP Core Util | `10.3%` |
| Internal | `approximately 0.00004 W` |
| Number of buffers and inverters on the critical path | `3` |
| Uppermost layer routed | `met3` |
| CP dominant cell by count | `clkdlybuf4s50_1` |
| RSZ-0062 raised after global routing | `false` |
| Detailed Place HPWL | `1.01 mm` |
| Worst EP arrival | `~2400 ps` |
[layout by cell type (no fill, tap or decap)]
cell type         n
a2111oi_2         1
a211oi_1          1
a21oi_1           2
a311oi_1          1
and2_1            1
buf_4             5
clkdlybuf4s50_1  19
dlymetal6s2s_1    1
inv_1             2
mux2_2            2
mux2i_1           5
mux4_2            2
nand2_1           5
nand3b_1          7
nor2_1            3
nor2b_1           1
nor3_1            1
nor4_1            1
o21ai_0           1
o21ai_1           1
o31a_1            1
o32ai_1           2
[metal layers]
layer	vias up	global-route usage [%]
met1	188	5.13
met4	0	0
met3	0	1.14
met5	-	0
li1	214	-
met2	14	5.62
[per-stage QoR]
stage	util (%)	setup slack, ps	instances	area (µm²)
floorplan	-	1280	46	350
global placement	17.7	126	111	604
detailed placement	17.7	106	111	604
CTS	17.7	110	111	604
global route	17.8	101	111	607
finish	17.8	264	111	607
[logic make-up after synthesis]
family	share of synthesized area, %
AOI/OAI and AO/OA	22.1
and+or+nand+nor	30.4
buffers and inverters	13.9
muxes	33.6
[worst max path at each step]
stage                 start  slack [ps]      to
after CTS              b[0]         110  c_o[1]
after global routing   b[2]         100  c_o[2]
final                  b[1]         260  c_o[3]
[cell type report]
cell class	instances	area, µm²
fillers	386	2810
multi-input cells	38	302
repair buffers	25	240
well taps	46	57.6
inverters	2	7.51
[timing repair]
| item | CTS | global route |
|---|---|---|
| hold endpoints to repair | 0 | 0 |
| endpoints found under the setup margin | 0 | 1 |
| resized | 0 | 1 |
[power groups by stage]
stage / Sequential [W] / Clock [W] / Combinational, W
finish: 0 / 0 / 0.0000670
CTS: 0 / 0 / 0.0000682
global route: 0 / 0 / 0.0000738
Power figures rest on the tool's default switching activity, not on a simulated workload.
