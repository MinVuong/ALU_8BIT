## ./config.mk

```make
export PLATFORM = sky130hd
export DESIGN_NAME = adder_8bit
export DESIGN_NICKNAME = adder_8bit
export VERILOG_FILES = /design/flow/design.v
export SDC_FILE = /design/flow/constraint.sdc
export NUM_CORES = 4
export LEC_CHECK = 1
export CORE_AREA = 10 10 70 70
export DIE_AREA = 0 0 80 80
```

## ./design.v

```verilog
module adder_8bit(
	input logic [7:0] a,
	input logic [7:0] b,
	output logic [7:0] s,
	output logic c
	);
	logic [7:0] c_w;
	full_adder A0(a[0], b[0], 1'b0, s[0], c_w[0]);
	full_adder A1(a[1], b[1], c_w[0], s[1], c_w[1]);
	full_adder A2(a[2], b[2], c_w[1], s[2], c_w[2]);
	full_adder A3(a[3], b[3], c_w[2], s[3], c_w[3]);
	full_adder A4(a[4], b[4], c_w[3], s[4], c_w[4]);
	full_adder A5(a[5], b[5], c_w[4], s[5], c_w[5]);
	full_adder A6(a[6], b[6], c_w[5], s[6], c_w[6]);
	full_adder A7(a[7], b[7], c_w[6], s[7], c_w[7]);
	assign c = c_w[7];
endmodule
module full_adder(
	input logic a,
	input logic b,
	input logic c_i,
	output logic s,
	output logic c_o
	);
	assign s = a ^ b ^ c_i;
	assign c_o = (a & b) | (a & c_i) | (b & c_i);
endmodule
```

## ./run.sh

```bash
#!/bin/bash
# OpenROAD 26Q1-2900-gdf79404cd8, Yosys 0.63+post, stock flow scripts
make -C /OpenROAD-flow-scripts/flow DESIGN_CONFIG=/design/flow/config.mk WORK_HOME=/design/flow/orfs finish
```

## ./constraint.sdc

```tcl
current_design adder_8bit

set clk_period 2.5
set clk_io_pct 0.2

create_clock -name clk0 -period $clk_period

set non_clock_inputs [all_inputs -no_clocks]
set_input_delay [expr $clk_period * $clk_io_pct] -clock clk0 $non_clock_inputs
set_output_delay [expr $clk_period * $clk_io_pct] -clock clk0 [all_outputs]
```

==> notes.md <==
Summary of the current implementation state.

- The tally of unique sky130hd cells used after synthesis is 4, for reference.
- Per the synthesis report, the AND-OR/OR-AND share of the synthesized area is 0.
- In this run, the synthesized area fraction spent on and/or/nand/nor cells is recorded as 0.
- The area occupied by registers is 0 um2, for reference.
- In the final report, the number of hold violations comes to 0.
- For this block, wires on met1 add up to 342 um.
- The Yosys warning count is 0, for reference.
- The worst setup slack after layout is -1.41 ns, for reference.
- Port buffering added 25 buffers.
- Per the OpenROAD floorplan log, the width of the die is 80 um.
- The cell-mix breakdown from Yosys lists the adder-cell area share as 0.659.
- The count of mapped cells out of synthesis is 21, for reference.
- The clock tree buffer count of the final layout is 0, for reference.
- According to the cell report, flip-flops and latches in the layout number 0.
- The checks that failed: setup timing.
- In this run the tightest slew margin relative to its limit is 0.923.
- Per the layout report, the design carries 398 filler cells.
- The endpoint arrival time on the critical path is 3.41 ns, for reference.
- The final timing report lists a max-slew violation count of 0.
- After the first detailed-routing iteration, the DRC count stood at 0.
- The number of nets still failing antenna checks after routing is 0, for reference.
- The biggest combinational cell group after synthesis is adder cells, for reference.
- Dividing the detail-routed via count by the number of cells gives 2.33.
- The timing-limited maximum frequency is 0.255 GHz, for reference.
- The detailed placer reported the number of placed instances as 84.
- The area inside the core boundary is 3420 um2, for reference.
- Signal routing reaches up to met3.
- Note that the worst hold path type here is in -> out.
- The initial cell density of the core is 0.0678, for reference.
- The synthesized netlist occupies a cell area of 231 um2.
- The post-detailed-placement half-perimeter wirelength is 714 um, for reference.
- The via count of the first global-routing pass is 237, for reference.
- The portion of netlist area occupied by mux cells is 0, for reference.
- After detailed routing, the number of remaining DRC violations is 0.
- OpenROAD emitted warnings numbering 35.
- The yosys synthesis chip area is 231 um2, for reference.
- Per the synthesis report, the XOR/XNOR share of the synthesized area is 0.
- Summing internal, switching and leakage power gives 0.0848 mW.
- By area the synthesized netlist is led by sky130_fd_sc_hd__fa_1 (61%), sky130_fd_sc_hd__buf_4 (26%), sky130_fd_sc_hd__inv_1 (8.1%).
- The I/O pin total is 25, for reference.
- The floorplan die height is 80 um, for reference.
- The global placement routability congestion is 0.830, for reference.
- Looking at the max-slew report, the worst-margin pin has a slew of 0.115 ns.
- Summed over all nets, wire length on met2 after detailed routing comes to 203 um.
- The areal power density over the cells is 178 nW/um2, for reference.
- The startpoint class of the critical path is a primary input, for reference.
- The number of vias after detailed routing is 196, for reference.
- The count of endpoints failing setup in the final report is 6, for reference.
- Buffers inserted to repair hold after CTS numbered 0.
- The area fraction of the largest cell type after synthesis is 0.605.
- For reference, the placement row count at floorplan is 21.
- The number of antenna violations at the first check in global routing is 0.
- The run finished, with violations left.
- Sorting the Yosys area breakdown by cell type puts at the top sky130_fd_sc_hd__fa_1.
- STA on the placed design reports a worst setup slack of -2.20 ns.
- Across every metal layer, demand over resource in global routing totals 0.0209.
- After detailed routing, the met3 layer carries 176 um of wire.
- The maximum number of pins on one net before global-route repair is 2, for reference.
- The final timing report derives a shortest allowable period of 3.91 ns.
- The yosys stat cell total is 21, for reference.
- The final report lists a non-filler cell total of 84.
- The global route stage reports its total congestion overflow as 0.
- The length of the first detailed-routing pass in iterations is 1, for reference.
- Per the OpenROAD power report, leakage power amounts to 0.183 nW.
- Averaged over all synthesized cells, the footprint is 11.0 um2.
- Wires add up to 722 um.
- The routed design shows a wire length per standard cell of 8.60 um.
- The critical path class is in -> out, for reference.
- The endpoint required time on the critical path is 2.00 ns, for reference.
- The post-synthesis to final-layout area growth is 105%, for reference.
- Per the final layout report, the fraction of cells sized above drive strength 1 comes to 0.500.
- Setup repair after global routing could not meet its margin everywhere.
- According to the floorplan report, the total die area is 6400 um2.
- The post-layout period usage of the worst path is 1.57, for reference.
- Looking at the critical path, the highest net fanout was 1.
- The report counts max-capacitance violations totalling 0.
- STA classifies the critical path endpoint as an output pin.
- The share of the Yosys chip area taken by registers is 0.
- The worst VDD IR drop from the latest analysis is 58.3 uV.
- The number of diodes is 0, for reference.
- The first-pass GRT wire length is 1070 um, for reference.
==> kinds of logic after synthesis <==
family | count (synthesis)
adders and majority gates | 8
buffers and inverters | 13
==> final cells by class <==
cell class / count / area [um2] / area share
repair buffers: 25 / 216 / 0.455
inverters: 5 / 18.8 / 0.0395
multi-input cells: 8 / 183 / 0.384
well taps: 46 / 57.6 / 0.121
==> layout by cell type, fill, tap and decap left out <==
cell / instances
sky130_fd_sc_hd__buf_6: 2
sky130_fd_sc_hd__fa_2: 7
sky130_fd_sc_hd__inv_2: 2
sky130_fd_sc_hd__clkdlybuf4s15_1: 1
sky130_fd_sc_hd__clkbuf_2: 1
sky130_fd_sc_hd__inv_1: 3
sky130_fd_sc_hd__buf_2: 6
sky130_fd_sc_hd__dlygate4sd2_1: 1
sky130_fd_sc_hd__ha_4: 1
sky130_fd_sc_hd__clkdlybuf4s50_1: 14
==> metal layers <==
layer  vias up  track usage
met2        24       0.0249
met5         -            0
met4         0            0
met3         0       0.0148
met1        87       0.0310
li1         85            -
==> cells in the mapped netlist <==
library cell / count
sky130_fd_sc_hd__buf_4: 8
sky130_fd_sc_hd__fa_1: 7
sky130_fd_sc_hd__inv_1: 5
sky130_fd_sc_hd__ha_1: 1
==> final timing paths <==
path | startpoint | to | slack (ns) | depth (start not counted)
setup / recovery | a[0] | s[7] | -1.41 | 12
hold / removal | b[0] | s[0] | 1.63 | 3
==> where the power goes <==
| group | total (mW) | internal (mW) | switching (mW) |
|---|---|---|---|
| clock network | 0 | 0 | 0 |
| logic | 0.0848 | 0.0572 | 0.0276 |
| registers | 0 | 0 | 0 |
==> critical path: stages <==
cell and delay, ns:
sky130_fd_sc_hd__buf_6 0.10, sky130_fd_sc_hd__ha_4 0.15, sky130_fd_sc_hd__fa_2 0.33, sky130_fd_sc_hd__fa_2 0.34
sky130_fd_sc_hd__fa_2 0.34, sky130_fd_sc_hd__fa_2 0.35, sky130_fd_sc_hd__fa_2 0.34, sky130_fd_sc_hd__fa_2 0.34
sky130_fd_sc_hd__inv_2 0.06, sky130_fd_sc_hd__fa_2 0.42, sky130_fd_sc_hd__inv_2 0.06, sky130_fd_sc_hd__buf_2 0.09
==> per-stage QoR <==
stage          hold WS (ns)  utilization  instance area, um2  TNS, ns
2_1_floorplan          1.17            -                 262    -3.89
3_3_place_gp           2.06        0.149                 509    -9.80
3_5_place_dp           2.06        0.149                 509    -9.89
4_1_cts                1.64        0.140                 479    -5.67
5_1_grt                1.64        0.139                 475    -5.12
6_report               1.63        0.139                 475    -4.76
==> what timing repair did <==
item | 4_1_cts | 5_1_grt
resized | 34 | 2
setup buffers | 0 | 0
setup endpoints to repair | 8 | 6
pin swaps | 8 | 8
No activity file was given, so power comes from the tool's default toggle rates.
