**run.sh**
```bash
#!/bin/bash
# OpenROAD 26Q1-2900-gdf79404cd8, Yosys 0.63+post, stock flow scripts
make -C /OpenROAD-flow-scripts/flow DESIGN_CONFIG=/design/flow/config.mk WORK_HOME=/design/flow/orfs finish
```
**config.mk**
```make
export PLATFORM = sky130hd
export DESIGN_NAME = sub_8bit
export DESIGN_NICKNAME = sub_8bit
export VERILOG_FILES = /design/flow/design.v
export SDC_FILE = /design/flow/constraint.sdc
export NUM_CORES = 4
export LEC_CHECK = 1
export CORE_AREA = 10 10 70 70
export DIE_AREA = 0 0 80 80
```
**constraint.sdc**
```tcl
current_design sub_8bit

set clk_period 4.1
set clk_io_pct 0.2

create_clock -name clk0 -period $clk_period

set non_clock_inputs [all_inputs -no_clocks]
set_input_delay [expr $clk_period * $clk_io_pct] -clock clk0 $non_clock_inputs
set_output_delay [expr $clk_period * $clk_io_pct] -clock clk0 [all_outputs]
```
**design.v**
```verilog
module full_sub(
	input logic a,
	input logic b,
	input logic c_i,
	output logic d_o,
	output logic b_o
	);
	assign d_o = a ^ b ^ c_i;
	assign b_o = ((~a) & (b ^ c_i)) | (b & c_i);
endmodule
module sub_8bit(
	input logic [7:0] a,
	input logic [7:0] b,
	output logic [7:0] d,
	output logic b_o
	);
	logic [7:0] b_w;
	full_sub S0(a[0], b[0], 1'b0, d[0], b_w[0]);
	full_sub S1(a[1], b[1], b_w[0], d[1], b_w[1]);
	full_sub S2(a[2], b[2], b_w[1], d[2], b_w[2]);
	full_sub S3(a[3], b[3], b_w[2], d[3], b_w[3]);
	full_sub S4(a[4], b[4], b_w[3], d[4], b_w[4]);
	full_sub S5(a[5], b[5], b_w[4], d[5], b_w[5]);
	full_sub S6(a[6], b[6], b_w[5], d[6], b_w[6]);
	full_sub S7(a[7], b[7], b_w[6], d[7], b_w[7]);
	assign b_o = b_w[7];
endmodule
```
==> impl_metrics.json <==
{
  "place.detailed.hpwl_um": 765,
  "top_area_share_pct": 50.7,
  "via_per_inst": 2.46,
  "yosys_warnings": 0,
  "finalCritPeriodShare_pct": 110,
  "fmax_mhz": 222,
  "drtAntennaViolNets": 0,
  "p_comb_share_pct": 100.0,
  "common_cells": "inv_1 (17), buf_4 (8), fa_1 (7)",
  "antenna_found_initial": 0,
  "fp-row-count": 21,
  "switching_share_pct": 32.0,
  "min_period_ps": 4510,
  "finalWirelength_um": 739,
  "cp.arrival_ps": 3690,
  "die_x_um": 80,
  "dr.pass1.iters": 1,
  "ios": 25,
  "fp-utilization_pct": 8.10,
  "p_per_area_nw_per_um2": 115,
  "postSynthAreaPerCell_um2": 8.38,
  "syn_inst": 33,
  "rsz0062_at_grt": "true",
  "grt_pass1_wl_um": 1240,
  "power.static_leakage_uw": 0.000244,
  "routed-via-count": 236,
  "hold-path-cell-count": 4,
  "syn_to_final_growth_pct": 93.2,
  "synth_area_um2": 277,
  "finalHoldViolations": 0,
  "yosys_area_um2": 277,
  "violations": "setup timing",
  "p_int_uw": 41.7,
  "crit_path_start_kind": "primary input",
  "clkPwrFrac_pct": 0,
  "drt_iter0_drc": 0,
  "worst_pin_slew_ps": 94.3,
  "critPathKind": "in2out",
  "yosys_cells": 33,
  "top_cells_by_area": "fa_1 (51%), inv_1 (23%), buf_4 (22%)",
  "synth_cell_types": 4,
  "fin_tns_setup_ps": -733,
  "fin_ws_ps": -411,
  "fp.dieArea_um2": 6400,
  "switching_power_uw": 19.6,
  "vdd_drop_max_uv": 40.9,
  "io_buffers": 25,
  "place_congestion": 0.830,
  "grt-ovfl-total": 0,
  "pwr-share-seq_pct": 0,
  "post_cts_buffers": 0,
  "slew_viol_final": 0,
  "drv_cap": 0,
  "worstPathMaxFanout": 1,
  "dp.cells": 96,
  "drive_gt1_share_pct": 38.0,
  "layout.area.seq_um2": 0,
  "core_region_area_um2": 3420,
  "routedWlPerCell_um": 7.70,
  "drc_errors": 0,
  "final_cell_area_um2": 534,
  "die_y_um": 80,
  "openroad.warnings": 38,
  "postSynthSeqShare_pct": 0,
  "dpl-instance-area_um2": 552,
  "grt_start_max_net_pins": 2,
  "hp-class": "in2out",
  "yosysMostFrequentCell": "inv_1",
  "track_usage_pct": 2.33,
  "hold_buffers": 0,
  "pre_cts_ws_ps": -1230,
  "crit_path_end_kind": "primary output",
  "antenna_cells": 0,
  "grt_pass1_vias": 281,
  "fin_cells": 96,
  "hold_slack_ps": 2270,
  "setup_violations": 3,
  "maxSlewHeadroom_pct": 93.7,
  "status": "finished with violations",
  "n_clock_buffer": 0,
  "largest_area_cell": "fa_1",
  "nFlopsAndLatches": 0,
  "fillCellCount": 390,
  "crit_required_ps": 3280
}
==> final cells by class <==
type / count / area (um2) / area share, %
multi-input cells: 8 / 183 / 34.2
repair buffers: 25 / 228 / 42.6
inverters: 17 / 66.3 / 12.4
well taps: 46 / 57.6 / 10.8
==> critical path, cell delays in order <==
cell and delay (ps):
buf_6 70, inv_4 30, ha_4 140, fa_2 330
fa_2 340, fa_2 350, fa_2 340, fa_2 340
fa_2 340, inv_2 60, fa_2 410, buf_2 120
==> per-stage QoR <==
| step | util [%] | total power [uW] |
|---|---|---|
| final | 15.6 | 61.3 |
| after global placement | 16.2 | 69.8 |
| after floorplan | - | 36.1 |
| after global routing | 15.6 | 71.7 |
| after CTS | 15.7 | 63.9 |
| after detailed placement | 16.2 | 69.7 |
==> cell families (layout without fill, tap and decap cells) <==
kind of cell	count (synthesis)	count (layout)	synth area share (%)
buf+inv	25	42	44.8
fa+ha+maj	8	8	55.2
==> metal layers <==
metal	global-route usage [%]	up-vias	routed length (um)
met3	1.82	0	178
met4	0	0	0
met2	2.97	24	203
li1	-	109	-
met1	3.19	103	356
met5	0	-	0
==> final timing paths <==
path,from,to
setup / recovery,a[0],d[7]
hold / removal,b[0],d[0]
==> power by group through the flow <==
stage | Combinational (uW) | Clock, uW | Sequential, uW
4_1_cts | 63.9 | 0 | 0
5_1_grt | 71.7 | 0 | 0
6_report | 61.3 | 0 | 0
==> cells in the final DEF, fill, tap and decap left out <==
cell	count
buf_6	2
fa_2	7
buf_2	4
clkdlybuf4s15_1	1
inv_2	3
clkdlybuf4s50_1	17
ha_4	1
inv_4	1
clkbuf_2	1
inv_1	13
==> what timing repair did <==
action	CTS	global route
gates resized	27	5
endpoints found under the setup margin	5	4
pin swaps	7	6
No activity file was given, so power comes from the tool's default toggle rates.
